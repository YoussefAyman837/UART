--- flow/config.mk ---
export PLATFORM = sky130hd
export DESIGN_NAME = uart_rx
export DESIGN_NICKNAME = uart_rx
export VERILOG_FILES = /design/flow/design.v
export SDC_FILE = /design/flow/constraint.sdc
export NUM_CORES = 4
export LEC_CHECK = 1
export CORE_UTILIZATION = 30
--- flow/constraint.sdc ---
current_design uart_rx

set clk_period 4.0
set clk_io_pct 0.2

create_clock -name clk0 -period $clk_period [get_ports {clk}]

set non_clock_inputs [all_inputs -no_clocks]
set_input_delay [expr $clk_period * $clk_io_pct] -clock clk0 $non_clock_inputs
set_output_delay [expr $clk_period * $clk_io_pct] -clock clk0 [all_outputs]
--- flow/run.sh ---
#!/bin/bash
# OpenROAD 26Q1-2900-gdf79404cd8, Yosys 0.63+post, stock flow scripts
make -C /OpenROAD-flow-scripts/flow DESIGN_CONFIG=/design/flow/config.mk WORK_HOME=/design/flow/orfs finish
--- flow/design.v ---
interface UART_if;
  logic rx;
  logic tx;
  logic clk;
  logic rst_n;
endinterface  
module uart_rx (
    input  wire        clk,          
    input  wire        rst_n,        
    input  wire        rx,           
    output reg  [7:0]  rx_data,      
    input wire [15:0] baud_divisor ,
    output reg        o_framing_error,
    output reg        o_overrun_error,
    input wire [1:0] i_parity_type , 
    output reg o_parity_error , 
    output reg o_fifo_wr_en , 
    input wire full
);
reg  [2:0] cs, ns;                   
reg  [7:0] rx_shift_reg;              
reg        rx_sampled_bit;            
parameter IDLE =3'b000;
parameter START_BIT=3'b001;
parameter DATA_BITS=3'b010;
parameter PARITY_BIT=3'b011;
parameter STOP_BIT=3'b100;
parameter CLK_FREQ= 50000000;
reg mid_bit_sample;
reg recieved_parity;
reg[9:0] baud_counter;
wire baud_tick;
reg [3:0] baud_tick_counter;
wire parity;
reg data_written;
assign baud_tick=(baud_counter== baud_divisor - 1); 
assign parity = (i_parity_type == 2'b01)? ^rx_shift_reg:
                (i_parity_type == 2'b10)? ~^rx_shift_reg:
                1'b1;
always @(posedge clk or negedge rst_n) begin  
    if(!rst_n)
        baud_counter<=0;
    else if(baud_tick )
        baud_counter<=0;
    else
        baud_counter<=baud_counter+1;
end
always @(posedge clk) begin
    if(baud_counter == (baud_divisor >>1) -1)begin
        mid_bit_sample<=1;
    end
    else begin
        mid_bit_sample <=0;
    end
end
always @(posedge clk or negedge rst_n) begin    
    if(!rst_n)begin
        cs<=IDLE;
    end
    else begin
        cs<=ns;
    end
end
always @(*) begin    
    case (cs)
        IDLE:begin
            if(!rx)begin
                ns=START_BIT;
            end
            else 
            ns=IDLE;
        end 
        START_BIT:begin
            if(baud_tick)begin
                ns=DATA_BITS;
            end
            else
            ns=START_BIT;
        end
        DATA_BITS:begin
            if(baud_tick && baud_tick_counter==4'b0111)begin
                if(i_parity_type == 2'b00)begin
                    ns=STOP_BIT;
                end
                else begin
                    ns=PARITY_BIT;
                end
            end
            else begin
                ns=DATA_BITS;
            end
        end
        PARITY_BIT:begin
            if(baud_tick)begin
                ns=STOP_BIT;
            end
            else begin
                ns=PARITY_BIT;
            end
        end
        STOP_BIT: begin
            if(baud_tick)begin
                ns=IDLE;
            end
            else
            ns=STOP_BIT;
        end
    endcase
end
always @(posedge clk or negedge rst_n) begin
    if (!rst_n) begin
        rx_data<=0;
        baud_tick_counter <= 0;
        rx_shift_reg <= 0;
        o_framing_error <= 0;
        o_overrun_error <= 0;
        o_parity_error <= 0;
        o_fifo_wr_en <=0;
    end
    else begin
        case (cs)
            IDLE:begin
                baud_tick_counter<=0;
                data_written<=0;
                if(rx==0)begin
                    rx_shift_reg<=0;
                end
            end
            START_BIT:begin
                if(mid_bit_sample)begin
                   if(rx==1'b0)begin
                    baud_tick_counter<=0;
                   end
                end
            end
            DATA_BITS:begin
                if(mid_bit_sample)begin
              rx_shift_reg<={rx,rx_shift_reg[7:1]};
                end
                if(baud_tick)begin
                    baud_tick_counter<=baud_tick_counter+1;
                end
            end
            PARITY_BIT:begin
                    recieved_parity <= rx ;
            end
            STOP_BIT:begin
                if(!data_written)begin
                    o_fifo_wr_en<=1;
                    o_overrun_error <= full;
                end
                else begin
                    o_fifo_wr_en<=0;
                end
                if(!full)begin
                        rx_data<=rx_shift_reg;
                        data_written<=1;
                    end
                if(baud_tick)begin
                    if (rx == 1'b0) begin
                        o_framing_error <= 1'b1;
                    end
                    if(i_parity_type != 2'b00 && recieved_parity!= parity)begin
                        o_parity_error <= 1'b1 ;
                    end
                end
            end
        endcase
    end
end
endmodule
==> out/metrics.csv <==
stage,metric,value,unit
global_route,antenna violations before repair,0,
clocking,Clock Path Buffers,2,
hold_path,worst hold-check path type,input pin to asynchronous set/reset pin,
final_timing,crit path time final,3601,ps
detailed_routing,DR DRC count,0,
cells_and_area,FILL cells,888,
global_route,largest net degree at the start of global routing,25,
synthesis,synthesized instance count,317,
final_timing,Least-Margin Pin Slew,698.0,ps
synthesis,yosys stat area,0.002805,mm²
floorplanning,I/O pin count,34,
status,status,"finished, final reports clean",
final_timing,Final Hold Viols,0,
global_route,met2 global-route usage,21.24,%
synthesis,Mean Syn Cell Area,8.849,µm²
power_and_ir_drop,Pleak,1.274,nW
run,max cap viols,0,
detailed_routing,antenna-violating nets left,0,
placement,GPL Wtd Cong,0.8406,
synthesis,Ys Warns,1,
cells_and_area,fraction of layout cells with a size suffix above 1,9.064,%
global_route,first-pass GRT wire length,10.36,mm
synthesis,adder-cell share of the synthesized area,1.784,%
global_route,Most Crowded Layer GR,met2,
synthesis,"mux frac, synth",4.683,%
run,OpenROAD warning count,25,
synthesis,"Async S/R FF share, synth",86.05,%
worst_setup_path,Startpoint Class,input pin,
floorplanning,# rows,34,
synthesis,Top logic family,simple AND/OR/NAND/NOR gates,
final_timing,f_max,0.2777,GHz
clocking,H-tree depth,2,
final_timing,# setup viols final,0,
clocking,CTS Buf Count,5,
clocking,CTS-repair resized insts,0,
global_route,grt ovf,0,
power_and_ir_drop,Max VDD drop,0.1730,mV
cells_and_area,most frequent cells in the layout,"37 x dfrtp_1, 33 x nor2_1, 32 x clkdlybuf4s50_1, 27 x xnor2_1, 26 x nand2_1",
clocking,hold_buf cts,0,
final_timing,register pins left without a clock,3,
clocking,# Post-CTS Setup Buffers,0,
cells_and_area,Finished Core Util,37.07,%
placement,port buffer count,33,
global_route,number of global-route vias before repair,2180,
floorplanning,Die W,98.70,µm
worst_setup_path,CP max FO,12,
synthesis,ao+oa area frac,14.81,%
detailed_routing,First DRT Iteration DRCs,116,
synthesis,Yosys Instances,317,
detailed_routing,vias post-DR,2327,
synthesis,count of library flops with an enable pin,2,
cells_and_area,Top cell excl fill/tap,dfrtp_1,
synthesis,Yosys cell types,60,
power_and_ir_drop,P per Cell Area,270.7,mW/mm²
cells_and_area,max reg flops,10,
floorplanning,die area,0.009742,mm²
worst_setup_path,worst-path cell chain,clkdlybuf4s50_1 -> inv_1 -> ha_1 -> or4b_1 -> nor2_1 -> nand4_1 -> a311o_1 -> or4_1 -> a21oi_1,
worst_setup_path,WP data arrival,3810,ps
clocking,root buffer cell,clkbuf_8,
final_timing,endpoints left unconstrained,6,
detailed_routing,Vias per Instance,5.171,
clocking,later-pin clock latency in the skew report,290,ps
final_timing,Setup TNS,0,ps
global_route,All-Layer GR Usage,13.21,%
worst_setup_path,"Largest stage delay, worst path",530,ps
final_timing,Final Cycle Share,90.03,%
clocking,TritonCTS clock tree,done,
synthesis,"AND/OR/NAND/NOR Cells, Area Fraction",23.91,%
synthesis,xor/xnor share,12.18,%
worst_setup_path,worst path required time,4210,ps
placement,pre-CTS setup slack,148.2,ps
final_timing,Slew Limit Headroom,53.30,%
detailed_routing,wire per inst,13.51,µm
synthesis,synthesized area,0.002805,mm²
floorplanning,Die H,98.70,µm
synthesis,Post-synth top flop,dfrtp_1,
detailed_routing,routed wire length,6.078,mm
clocking,"Clk pin slew, worst setup/hold paths",70,ps
floorplanning,Core Region,0.008891,mm²
worst_setup_path,Critical Path End Type,flip-flop,
final_timing,Final Slew Violations,0,
final_timing,Setup Skew,7.369,ps
global_route,met3 Usage GRT,2.237,%
floorplanning,Pre-Place Util,31.55,%
worst_setup_path,CP max-delay cell,or4_1,
global_route,GR Util met1,19.97,%
worst_setup_path,critical path type,input pin to flip-flop,
final_timing,RSZ-0062 raised after global routing,no,
final_timing,final hold slack,404.5,ps
placement,hpwl dp,4.522,mm
synthesis,#FFs+latches synth,43,
cells_and_area,Area Overhead vs Synth,17.48,%
final_timing,Final WS setup,398.7,ps
detailed_routing,drt first pass iters,4,
detailed_routing,Ant. Diodes,0,
[power by group]
group	leakage, nW	switching (W)	total (W)	internal, W
logic	0.691	0.0000879	0.000178	0.0000901
clock network	0.0422	0.000129	0.000251	0.000122
registers	0.541	0.0000383	0.000463	0.000424
[metal layers]
layer | share of wire, % | vias up
met1 | 50 | 1102
met2 | 44 | 48
li1 | - | 1172
met4 | 0.84 | 0
met5 | 0 | -
met3 | 4.8 | 5
[cell families (layout without fill, tap and decap cells)]
| group | after synthesis | count (layout) |
|---|---|---|
| simple gates | 126 | 126 |
| compound gates | 60 | 60 |
| flops | 40 | 40 |
| xor+xnor | 39 | 39 |
| buf+inv | 33 | 58 |
| mux | 12 | 12 |
| fa+ha+maj | 4 | 4 |
| latches | 3 | 3 |
[synthesized netlist by cell type, types with 3 or more instances]
cell	count	share of area, %
xor2_1	12	3.7
mux2i_1	3	1.1
inv_1	9	1.2
dfrtp_1	37	33
and3_1	4	0.89
buf_2	5	0.89
o21ai_0	13	2.3
or3_1	4	0.89
ha_1	4	1.8
nor2b_1	4	0.89
nor4_1	5	1.1
mux2_2	9	3.6
clkbuf_1	15	2.0
dlxtn_1	3	1.6
nor2_1	33	4.4
nand4_1	5	1.1
nand3b_1	4	1.1
o31ai_1	4	1.1
nand2_1	26	3.5
nand2b_1	5	1.1
or4_1	5	1.3
xnor2_1	27	8.4
nor3_1	8	1.4
a21o_1	3	0.80
nand3_1	12	2.1
a21oi_1	11	2.0
o211ai_1	6	1.6
[worst max-delay path, delay by kind of cell]
kind / cells / cell delay (ps)
AOI/OAI and AO/OA: 2 / 670
buffers and inverters: 2 / 640
adders and majority gates: 1 / 330
and+or+nand+nor: 4 / 1370
[metrics by stage]
stage | total power, W | instance area, µm² | std cells
final | 0.0008921 | 3296 | 450
after global routing | 0.0009480 | 3296 | 450
after CTS | 0.0009051 | 3296 | 450
after global placement | 0.0006469 | 3214 | 442
after detailed placement | 0.0006488 | 3214 | 442
after floorplan | 0.0005908 | 2805 | 317
[final cells by class]
class                           count  area (µm²)  area share [%]
Timing Repair Buffer               41       385.4           11.69
Clock inverter                      1       5.005          0.1519
Sequential cell                    43        1051           31.89
Multi-Input combinational cell    241        1609           48.82
Tap cell                          108       135.1           4.100
Clock buffer                        7       76.32           2.316
Inverter                            9       33.78           1.025
[path summary, 6_finish.rpt]
check	startpoint	to	slack [ps]	cells past startpoint
max	baud_divisor[1]	baud_tick_counter[2]	400	9
min	rst_n	rx_data[5]	400	1
max reg2reg	baud_counter[2]	baud_tick_counter[2]	1480	6
min reg2reg	o_framing_error	o_framing_error	460	1
max in group asynchronous	rst_n	o_overrun_error	2980	2
min in group clk0	o_framing_error	o_framing_error	460	1
Power and IR drop assume default switching activity.
