--- flow/config.mk ---
export PLATFORM = sky130hd
export DESIGN_NAME = uart_tx
export DESIGN_NICKNAME = uart_tx
export VERILOG_FILES = /design/flow/design.v
export SDC_FILE = /design/flow/constraint.sdc
export NUM_CORES = 4
export LEC_CHECK = 1
export CORE_AREA = 10 10 111 111
export DIE_AREA = 0 0 121 121
--- flow/constraint.sdc ---
current_design uart_tx

set clk_period 7.2
set clk_io_pct 0.2

create_clock -name clk0 -period $clk_period [get_ports {clk}]

set non_clock_inputs [all_inputs -no_clocks]
set_input_delay [expr $clk_period * $clk_io_pct] -clock clk0 $non_clock_inputs
set_output_delay [expr $clk_period * $clk_io_pct] -clock clk0 [all_outputs]
--- flow/design.v ---
interface UART_if;
  logic rx;
  logic tx;
  logic clk;
  logic rst_n;
endinterface  
module uart_tx (
    input  wire        clk,
    input  wire        rst_n,
    output baud_tick_o,
    output reg        tx,          
    input wire [15:0] baud_divisor,
    input  wire [7:0]  tx_data,     
    input wire [1:0] i_parity_type , 
    input wire i_fifo_empty , 
    output reg o_fifo_rd_en
);
parameter IDLE =3'b000;
parameter START_BIT=3'b001;
parameter DATA_BITS=3'b010;
parameter PARITY_BIT=3'b011;
parameter STOP_BIT=3'b100;
parameter CLK_FREQ = 50000000;
reg data_written;
reg[7:0] tx_shift_reg;
reg[2:0] ns,cs;
reg[9:0] baud_counter;
wire baud_tick;
reg [3:0] baud_tick_counter;
wire parity;
assign parity = (i_parity_type == 2'b01)? ^tx_data : 
                (i_parity_type == 2'b11)? ~^tx_data :
                1'b1;
assign baud_tick=(baud_counter== baud_divisor - 1);  
assign baud_tick_o=baud_tick;
always @(posedge clk or negedge rst_n) begin  
    if(!rst_n)
        baud_counter<=0;
    else if(baud_tick)
        baud_counter<=0;
    else
        baud_counter<=baud_counter+1;
end
always @(posedge clk or negedge rst_n) begin    
    if(!rst_n)begin
        cs<=IDLE;
    end
    else begin
        cs<=ns;
    end
end
always @(*) begin    
    case (cs)
        IDLE:begin
            if(!i_fifo_empty )begin
                ns=START_BIT;
            end
            else 
            ns=IDLE;
        end 
        START_BIT:begin
            if(baud_tick)begin
                ns=DATA_BITS;
            end
            else
            ns=START_BIT;
        end
        DATA_BITS:begin
            if(baud_tick && baud_tick_counter==4'b0111)begin
                if(i_parity_type == 2'b00)begin
                    ns=STOP_BIT;
                end
                else begin
                    ns=PARITY_BIT;
                end
            end
            else begin
                ns=DATA_BITS;
            end
        end
        PARITY_BIT:begin
            if(baud_tick)begin
                ns=STOP_BIT;
            end
            else begin
                ns=PARITY_BIT;
            end
        end
        STOP_BIT: begin
            if(baud_tick)begin
                ns=IDLE;
            end
            else
            ns=STOP_BIT;
        end
    endcase
end
always @(posedge clk or negedge rst_n) begin
    if (!rst_n) begin
        tx<=1'b1;
        baud_tick_counter<=0;
        tx_shift_reg<=8'b00000000;
    end
    else begin
        case (cs)
            IDLE:begin
                tx<=1;
                baud_tick_counter<=0;
                data_written<=0;
            end
            START_BIT:begin
                if(!data_written)begin
                o_fifo_rd_en<=1'b1;
                end
                else begin
                    o_fifo_rd_en<=1'b0;
                end
                if(!i_fifo_empty)begin
                tx<=0;
                data_written<=1;
                tx_shift_reg<=tx_data;
                end
            end
            DATA_BITS:begin
                if(baud_tick)begin
              o_fifo_rd_en<=1'b0;
              tx<=tx_shift_reg[0];
              tx_shift_reg<= tx_shift_reg >> 1;
              baud_tick_counter<=baud_tick_counter+1;
            end
            end
            PARITY_BIT:begin
                    tx<=parity;
            end
            STOP_BIT:begin
                tx<=1;
            end
        endcase
    end
end
endmodule
--- flow/run.sh ---
#!/bin/bash
# OpenROAD 26Q1-2900-gdf79404cd8, Yosys 0.63+post, stock flow scripts
make -C /OpenROAD-flow-scripts/flow DESIGN_CONFIG=/design/flow/config.mk WORK_HOME=/design/flow/orfs finish
==> results_tabular.tex <==
% Synthesis and place-and-route results
\begin{tabular}{lr}
\hline
Metric & Value \\
\hline
\multicolumn{2}{l}{\textbf{Final timing}} \\
Number of unconstrained endpoints & 6 \\
Achievable frequency & roughly 170 MHz \\
Setup violators final & 0 \\
Number of register pins that no clock reaches & 3 \\
Min cycle time layout & 5990 ps \\
Max\_slew headroom & roughly 65\% \\
Final Hold Violation Tally & 0 \\
Share of the clock period used by the worst path & between 80\% and 90\% \\
Unrepaired setup endpoints after global routing & no \\
Total count of max-transition violations in the final report & 0 \\
Final worst setup slack & roughly 1200 ps \\
Tightest Pin Transition & 520 ps \\
Worst clock skew on the final layout & slightly above 5 ps \\
Final total negative setup slack & 0 ps \\
\multicolumn{2}{l}{\textbf{Die}} \\
Die area & roughly 15000 um\^{}2 \\
Number of placed I/O pins & 32 \\
Height of the die & approximately 120 um \\
Total core area & a little under 10000 um\^{}2 \\
Floorplan-stage core utilization & between 20\% and 30\% \\
Die Wd & about 120 um \\
Number of placement rows & 36 \\
\multicolumn{2}{l}{\textbf{Setup path}} \\
Crit. End Element & primary output \\
Crit Path Category & input pin to primary output \\
Path depth of the worst reg2reg path & 7 \\
Crit path largest cell delay & 500 ps \\
Crit path max-delay cell type & sky130\_fd\_sc\_hd\_\_clkdlybuf4s50\_1 \\
Stages on the worst setup path & 9 \\
Arrival @ worst endpoint & approximately 4600 ps \\
Most repeated library cell on the critical path & sky130\_fd\_sc\_hd\_\_clkdlybuf4s50\_1 \\
Crit Path Max Fanout & 10 \\
Kind of cell adding the most delay to the critical path & buffers and inverters \\
Critical path buffers and inverters & 3 \\
Ordered cell list for the critical path & clkdlybuf4s50\_1 > inv\_1 > ha\_1 > nor3b\_1 > nand2\_1 > o32a\_2 > o21ai\_0 > and4b\_1 > clkdlybuf4s50\_1 \\
CP required & around 5800 ps \\
Crit start category & input pin \\
\multicolumn{2}{l}{\textbf{Synthesis}} \\
Post-synthesis mux area share & 2.36\% \\
Yosys stat chip area & $\sim$2100 um\^{}2 \\
Avg Synthesized Cell Area & 9.09 um\^{}2 \\
Combined area of all synthesized cells & approximately 2100 um\^{}2 \\
Synth Instances & approximately 230 \\
Most area-consuming cells after synthesis & sky130\_fd\_sc\_hd\_\_dfrtp\_1, sky130\_fd\_sc\_hd\_\_xnor2\_1, sky130\_fd\_sc\_hd\_\_nor2\_1, sky130\_fd\_sc\_hd\_\_xor2\_1, sky130\_fd\_sc\_hd\_\_o221a\_2 \\
Share of the synthesized area in the top cell type & 29.5\% \\
Unique masters post-synth & 61 \\
Cell type with the largest total area & sky130\_fd\_sc\_hd\_\_dfrtp\_1 \\
Main logic family & simple AND/OR/NAND/NOR gates \\
Adder-cell share of the synthesized area & 1.77\% \\
Area share of and/or/nand/nor cells after synthesis & between 20\% and 30\% \\
Fraction of synthesis flops using an asynchronous set or reset pin & about 84\% \\
Post-synthesis xor/xnor area fraction & between 10\% and 20\% \\
\# Cells Yosys & 233 \\
Synth warnings & 1 \\
Number of synthesized flops with an enable pin & 2 \\
Complex Gates by Area & $\sim$17\% \\
Prevailing post-synth register cell & sky130\_fd\_sc\_hd\_\_dfrtp\_1 \\
\#FFs+latches synth & 31 \\
\multicolumn{2}{l}{\textbf{GRT}} \\
Leftover overflow at the end of global routing & 0 \\
Total routing resource utilization after global routing & between 6 and 7\% \\
Number of antenna violations at the first check in global routing & 0 \\
Pin count of the biggest net entering global routing & 29 \\
Number of global-route vias before repair & approximately 1.7k \\
First-pass GRT wire length & roughly 8.0 mm \\
\multicolumn{2}{l}{\textbf{Clock network}} \\
Worst-case clock buffer depth & 2 \\
Buffer type at the clock tree root & sky130\_fd\_sc\_hd\_\_clkbuf\_8 \\
Clk\_lat worst skew & between 200 and 300 ps \\
CTS-repair resized insts & 0 \\
CTS Buf Count & 3 \\
CTS Hold Buffers Added & 0 \\
CTS clk-pin slew, worst paths & about 90 ps \\
CTS H-tree depth & 1 \\
CTS tree & done \\
Number of setup buffers added after CTS & 0 \\
\multicolumn{2}{l}{\textbf{Place}} \\
Half-perimeter wire length of the detailed placement result & between 3 and 4 mm \\
Worst slack after detailed placement & around 1200 ps \\
GP Congestion & between 0.8 and 0.9 \\
Post-Place Cell Area & 2560 um\^{}2 \\
Count of buffers inserted at the top-level ports & 31 \\
\multicolumn{2}{l}{\textbf{Finish}} \\
Logic area & between 1000 and 1500 um\^{}2 \\
Share of final-layout standard cells stronger than drive strength 1 & approximately 14\% \\
Fill count & a little over 1k \\
Flip-flop count of the largest register after layout & 10 \\
Layout-stage area growth over the synthesis result & 23.3\% \\
Register cell area after layout & between 700 and 800 um\^{}2 \\
Final Cell Area & between 2000 and 3000 um\^{}2 \\
Top logic cells by instance count in the layout & sky130\_fd\_sc\_hd\_\_clkdlybuf4s50\_1, sky130\_fd\_sc\_hd\_\_nor2\_1, sky130\_fd\_sc\_hd\_\_dfrtp\_1 \\
Most numerous logic cell after layout & sky130\_fd\_sc\_hd\_\_clkdlybuf4s50\_1 \\
\multicolumn{2}{l}{\textbf{Pwr}} \\
Clock group share of total power & a little under a quarter \\
Switching share of power & $\sim$29\% \\
Sw Pwr & between 0.1 and 0.15 mW \\
Power Density & about 150 nW/um\^{}2 \\
Fraction of power consumed by combinational cells & between 20\% and 30\% \\
Internal power of the cells & 0.282 mW \\
Static Leak & between 0.9 and 1 nW \\
Peak supply drop & about 0.067 mV \\
Power share of the sequential group & between 40\% and 50\% \\
\multicolumn{2}{l}{\textbf{Job}} \\
OpenROAD warning count & 25 \\
Maximum Capacitance Violations & 0 \\
\multicolumn{2}{l}{\textbf{Worst hold path}} \\
WHS Path Cells & 2 \\
Hold/Removal Path Class & register to register \\
\multicolumn{2}{l}{\textbf{Detailed routing}} \\
Via density per instance & between 4 and 5 \\
Detailed Routing Iterations Pass 1 & 4 \\
Drt drc & 0 \\
Wire per inst & $\sim$12 um \\
Violation tally from detailed-route iteration zero & roughly 110 \\
Antenna diode instance count & 0 \\
Final wirelength & about 4.7 mm \\
Number of vias in the routed layout & between 1.5k and 2k \\
DRT antenna net count & 0 \\
\multicolumn{2}{l}{\textbf{Run status}} \\
Status & complete, no violations \\
\hline
\end{tabular}
-- per-layer routing --
metal  up-vias  global-route usage, %  share of wire, %
met2        43                   8.78                38
met3         2                   1.98               7.2
li1        899                      -                 -
met4         0                  0.377              0.36
met5         -                      0                 0
met1       841                   9.91                54
-- power groups by stage --
stage | Combinational (mW) | Sequential [mW] | Clock (mW)
CTS | 0.106 | 0.196 | 0.0993
global route | 0.118 | 0.200 | 0.104
finish | 0.105 | 0.196 | 0.0952
-- path summary, 6_finish.rpt --
| check | start | endpoint | slack [ps] |
|---|---|---|---|
| worst min register to register | tx | tx | 470 |
| worst min-delay path | tx | tx | 470 |
| max in group asynchronous | rst_n | tx | 5360 |
| worst max-delay path | baud_divisor[0] | baud_tick_o | 1210 |
| worst max register to register | baud_counter[6] | o_fifo_rd_en | 4340 |
| min in group asynchronous | rst_n | tx_shift_reg[5] | 1540 |
-- area by class of cell --
type / count / share of cell area [%]
inverter: 7 / 1.01
tap: 133 / 6.37
multi-input combinational: 184 / 49.4
sequential: 31 / 29.0
clock buffer: 4 / 2.11
timing repair buffer: 32 / 12.2
-- cell families after synthesis --
family | Yosys count
muxes | 5
adders and majority gates | 3
buffers and inverters | 18
latches | 3
and+or+nand+nor | 100
DFF | 28
AOI/OAI and AO/OA | 48
xor gates and xnor gates | 28
-- tightest hold or removal path: stages (launching register included) --
cell                      delay (ps)
sky130_fd_sc_hd__dfstp_2         380
sky130_fd_sc_hd__inv_1            50
sky130_fd_sc_hd__a32oi_1          50
-- Yosys cell counts, drive strengths merged, types with 2 or more instances --
library cell,n
nand2,15
edfxtp,2
ha,3
mux2i,5
nor4bb,2
nor4,3
xnor2,18
inv,6
or4,4
nand2b,3
a31oi,2
buf,4
nor3b,4
a21o,2
o21ai,12
or2,7
a21oi,9
nand3,13
and2,3
nor2,25
o31ai,2
o221a,7
nor3,6
nor4b,2
clkbuf,7
xor2,10
dfrtp,25
a21boi,2
or3,6
dlxtn,3
-- through the flow --
step           std cells  utilization [%]  hold slack [ps]  total power [mW]
2_1_floorplan        233                -              430             0.267
3_3_place_gp         387             25.9              464             0.305
3_5_place_dp         387             25.9              460             0.304
4_1_cts              391             26.5              480             0.401
5_1_grt              391             26.5              506             0.423
6_report             391             26.5              472             0.396
Power figures rest on the tool's default switching activity, not on a simulated workload.
